`flow/constraint.sdc`:
```
current_design Decodificador_FFJK

set clk_period 1.0
set clk_io_pct 0.2

create_clock -name clk0 -period $clk_period [get_ports {CLK}]

set non_clock_inputs [all_inputs -no_clocks]
set_input_delay [expr $clk_period * $clk_io_pct] -clock clk0 $non_clock_inputs
set_output_delay [expr $clk_period * $clk_io_pct] -clock clk0 [all_outputs]
```
`flow/design.v`:
```
`timescale 1ns / 1ps
module Decodificador_FFJK(
input wire Temperatura,Manual,Humo,SobreCarga,EN,CLK,
output wire Extractor_JK,Interrupcion_JK,Bocina_JK,
output wire QN_1,QN_2,QN_3
 );
 Decodificador_de_senales Deco_JK(
    .Temperatura(Temperatura), 
    .Manual(Manual), 
    .SobreCarga(SobreCarga), 
    .Humo(Humo), 
    .Bocina(Bocina), 
    .Extractor(Extractor), 
    .Interrupcion(Interrupcion)
    );
FF_JK FF_JK1 (
    .J(Bocina), 
    .K(EN), 
    .CLK(CLK), 
    .Q(Bocina_JK), 
    .Q1(QN_1)
    );	 
FF_JK FF_JK2 (
    .J(Extractor), 
    .K(EN), 
    .CLK(CLK), 
    .Q(Extractor_JK), 
    .Q1(QN_2)
    );	
FF_JK FF_JK3 (
    .J(Interrupcion), 
    .K(EN), 
    .CLK(CLK), 
    .Q(Interrupcion_JK), 
    .Q1(QN_3)
    );	
endmodule
`timescale 1ns / 1ps
module Decodificador_de_senales(
input wire Temperatura, Manual, SobreCarga, Humo,
output wire Bocina, Extractor, Interrupcion
);
or or_1(Extractor,Humo,Manual);
or or_2(Bocina,Extractor,Temperatura);
or or_3(Interrupcion,SobreCarga,Manual);
endmodule
`timescale 1ns / 1ps
module FF_JK(
input wire J,K,CLK,
output reg Q,Q1
 );
 always@(negedge CLK)
	begin
	case({J,K})
			{1'b0,1'b0}:
				begin
				Q=1'b0;
				Q1=~Q;
				end
			{1'b0,1'b1}:
				begin
				Q=1'b0;
				Q1=1'b1;
				end
			{1'b1,1'b0}:
				begin
				Q=1'b0;
				Q1=1'b0;
				end
			{1'b1,1'b1}:
				begin
				Q=1'b1;
				Q1=~Q;
				end
			endcase
		end
endmodule
```
`flow/run.sh`:
```
#!/bin/bash
# OpenROAD 26Q1-2900-gdf79404cd8, Yosys 0.63+post, stock flow scripts
make -C /OpenROAD-flow-scripts/flow DESIGN_CONFIG=/design/flow/config.mk WORK_HOME=/design/flow/orfs finish
```
`flow/config.mk`:
```
export PLATFORM = sky130hd
export DESIGN_NAME = Decodificador_FFJK
export DESIGN_NICKNAME = Decodificador_FFJK
export VERILOG_FILES = /design/flow/design.v
export SDC_FILE = /design/flow/constraint.sdc
export NUM_CORES = 4
export LEC_CHECK = 1
export CORE_AREA = 10 10 70 70
export DIE_AREA = 0 0 80 80
```
==> ci_impl_report.md <==
### Yosys + OpenROAD results

| Metric | Value |
|---|---|
| Status | finished with violations |
| Failing checks | setup timing |
| Cell count after synthesis | 13 |
| I/O pin cnt | 12 |
| ANT nets after route | 0 |
| Synth warnings | 4 |
| Avg Inst Size Synth | 12.3 sq um |
| Routed vias | about 170 |
| Peak VDD IR | 0.220 mV |
| Cts-stage hold buffer count | 0 |
| Worst Setup EP | Bocina_JK |
| Min-delay worst type | primary input to flop |
| GRT Total Usage | 0.0199 |
| Share of post-route cells with drive strength above 1 | 0.412 |
| Max-cap viol count | 0 |
| Residual DRC count | 0 |
| XOR Share, Synth | 0 |
| Post-CTS Repair Setup Buffers | 0 |
| DR vias/cell | roughly 2.1 |
| Crit Path Category | flop to output port |
| And-or/or-and share of the synthesized area | 0.148 |
| Critical path cell sequence | buf_2 |
| Post-placement worst setup slack | -0.582 ns |
| TritonCTS Buffers | 3 |
| Critical path fanouts, max | 1 |
| WL/cell | 8.04 um |
| Cell row count | 21 |
| Slew headroom | 0.921 |
| Clock Path Buffers | 2 |
| Final Core Density | 0.106 |
| Largest net degree at the start of global routing | 6 |
| Die width | approximately 80 um |
| Synth-to-layout area growth | 127% |
| YS chip area | 160 sq um |
| First-pass GRT wire length | ~900 um |
| Post-synth regs | 6 |
| Initial antenna violation count | 0 |
| Fin. Hold Viols | 0 |
| Clock-pin slew on the worst setup and hold paths | roughly 0.030 ns |
| Grt ovf | 0 |
| Synth Seq Share | 0.750 |
| Vias in the first global route | around 190 |
| # diodes | 0 |
| Slowest-stage cell, CP | dfxtp_2 |
| Tot Pwr | slightly above 600 uW |
| Setup crit start | FF_JK1.Q |
| Kind of start point of the critical path | flop |
| Die ar. | 6400 sq um |
| Crit. path cell count | 1 |
| Yosys cell count | 13 |
| Multiplexer share of the synthesized area | 0 |
| Slew @ Worst Pin | 0.119 ns |
| Root Driver | clkbuf_4 |
| Placer Congestion | about 0.77 |
| Sink Count | 6 |
| Arrival @ worst endpoint | about 1.2 ns |
| Core Box Area | between 3000 and 4000 sq um |
| CTS tree | built |
| Fin worst setup slack | -0.406 ns |
| DR iter-0 viols | 1 |
| Critical Path RT | around 0.8 ns |
| Setup-failing EPs final | 7 |
| Die Y | about 80 um |
| Critical path buffers and inverters | 1 |
| Resize count post-CTS | 31 |
| Pleak | 0.171 nW |
| Post-synthesis cell type count | 6 |
| Worst setup EP type | output port |
| PortBufs | 11 |
| Main logic family | AND-OR/OR-AND gates |
| Crit path largest cell delay | ~0.30 ns |
| Log Warnings | 34 |
| Top Family by Delay on Critical Path | flip-flops |
| Post-Synth Simple-Gate Area | 0.0781 |
| Setup TNS | -2.36 ns |
| Final Slew Violations | 0 |
| PD cells | between 1500 and 2000 nW/um^2 |
| CTS H-tree depth | 1 |
| Adder share | 0 |
| Drt first pass iters | 3 |
| RSZ-0062 raised after global routing | true |
| Detailed Route WL | approximately 640 um |
| Initial Util | 0.0469 |
| Synth Cell Area | around 160 sq um |
| Layout Cells excl Fill | ~80 |
| Dpl cells | ~72 |
## cells in the mapped netlist
| cell | n | share of area |
|---|---|---|
| nor3_1 | 1 | 0.031 |
| inv_1 | 1 | 0.023 |
| o21a_1 | 2 | 0.094 |
| dfxtp_1 | 6 | 0.75 |
| nor2_1 | 2 | 0.047 |
| o31a_1 | 1 | 0.055 |
## kinds of logic (layout without fill, tap and decap cells)
family	count (synthesis)	in the layout
AOI/OAI and AO/OA	3	3
buffers and inverters	1	22
DFF	6	6
and+or+nand+nor	3	3
## metrics by stage
stage,area (sq um),hold slack [ns]
global route,363,0.717
floorplan,160,0.767
detailed placement,343,1.28
CTS,363,0.709
finish,363,0.711
global placement,343,1.26
## worst min-delay path by stage
stage	startpoint	to	slack, ns	cells past startpoint
4_1_cts	Temperatura	FF_JK1.Q1	0.71	2
5_1_grt	Temperatura	FF_JK1.Q1	0.72	2
6_report	Temperatura	FF_JK1.Q1	0.71	2
## state kept, by name (all words and copies together) (netlist names)
signal,cells
FF_JK2.Q,1
FF_JK3.Q1,1
FF_JK2.Q1,1
FF_JK3.Q,1
FF_JK1.Q1,1
FF_JK1.Q,1
## metal layers
layer,vias up,wire [um],global-route usage,part of all wire
met5,-,0,0,0
met4,0,0,0.0106,0
met3,0,138,0.0295,0.21
met2,15,174,0.0144,0.27
met1,69,331,0.0240,0.51
li1,87,-,-,-
## where the power goes
group          switching (mW)  leakage (nW)  internal (mW)
Clock                   0.142        0.0458          0.169
Combinational          0.0196        0.0752         0.0332
Sequential            0.00309        0.0502          0.256
Total                   0.165         0.171          0.458
## final cells by class
| cell class | count | area [sq um] |
|---|---|---|
| well taps | 46 | 57.6 |
| repair buffers | 13 | 97.6 |
| clock inverters | 6 | 22.5 |
| multi-input cells | 6 | 41.3 |
| fillers | 411 | 3050 |
| clock buffers | 3 | 22.5 |
| flip-flops and latches | 6 | 121 |
## cells in the final DEF, fill, tap and decap left out, drive strengths merged
cell,synthesis,routed
buf,0,8
dfxtp,6,6
clkbuf,0,3
o31a,1,1
dlygate4sd2,0,2
inv,1,6
clkdlybuf4s15,0,3
o21a,2,2
nor2,2,2
nor3,1,1
Power figures rest on the tool's default switching activity, not on a simulated workload.
